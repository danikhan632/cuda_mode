==> /design/flow/design.v <==
module FP8_E4M3(
    input [7:0] value,
    output reg [31:0] fp32_value
);
    wire sign = value[7];
    wire [3:0] exponent = value[6:3];
    wire [2:0] mantissa = value[2:0];
    reg signed [31:0] biased_exponent;
    reg [31:0] result;
    always @(*) begin
        if (exponent == 0 && mantissa == 0) begin
            fp32_value = 32'b0;  
        end else begin
            biased_exponent = exponent - 4'd7;
            result = (1 << 23) + (mantissa << 20);   
            fp32_value = {sign, (biased_exponent + 8'd127), result[22:0]};
        end
    end
endmodule
==> /design/flow/run.sh <==
#!/bin/bash
# OpenROAD 26Q1-2900-gdf79404cd8, Yosys 0.63+post, stock flow scripts
make -C /OpenROAD-flow-scripts/flow DESIGN_CONFIG=/design/flow/config.mk WORK_HOME=/design/flow/orfs finish
==> /design/flow/config.mk <==
export PLATFORM = sky130hd
export DESIGN_NAME = FP8_E4M3
export DESIGN_NICKNAME = FP8_E4M3
export VERILOG_FILES = /design/flow/design.v
export SDC_FILE = /design/flow/constraint.sdc
export NUM_CORES = 4
export LEC_CHECK = 1
export CORE_AREA = 10 10 70 70
export DIE_AREA = 0 0 80 80
==> /design/flow/constraint.sdc <==
current_design FP8_E4M3

set clk_period 1.0
set clk_io_pct 0.2

create_clock -name clk0 -period $clk_period

set non_clock_inputs [all_inputs -no_clocks]
set_input_delay [expr $clk_period * $clk_io_pct] -clock clk0 $non_clock_inputs
set_output_delay [expr $clk_period * $clk_io_pct] -clock clk0 [all_outputs]
==> results.txt <==
Synthesis and PnR results.

- The number of distinct standard cells referenced by the synthesized netlist is 26.
- Summed over all failing endpoints, the final setup total negative slack is -3.257 ns.
- The final setup slack of the worst path is -0.6083 ns.
- Of the cells placed in the final design, the portion with a size suffix greater than 1 is 0.5361.
- STA classifies the critical path startpoint as an input port.
- The first-pass GRT wire length is 2.214 mm.
- The number of buffer and inverter instances along the worst setup path reads 4.
- Per STA, the highest per-stage delay on the worst path measures about 0.37 ns.
- The number of global-route vias before repair reads 504.
- After synthesis, the design contains 65 cells according to Yosys.
- For this run, the chip area from Yosys synthesis comes to 456.7 um2.
- The core outline area is 3416 um2.
- The final hold violation count is 0.
- Per the detail_route report, vias per standard cell equal 3.357.
- The clock period minus worst slack reads 1.608 ns.
- For reference, the top logic cell family by area is buffers and inverters.
- The routed via count is 480.
- The worst ir drop on vdd reads 0.09061 mV.
- The final timing summary puts the cycle share of the worst path at 1.608.
- The aoi/oai-family share of the synthesized area is 0.1863.
- The antenna diode instance count reads 0.
- Per the layout area report, the register area comes to 0 um2.
- The post-synthesis share of cell area spent on full adders, half adders and majority gates is 0.05479.
- Per the finish-stage timing summary, setup violations number 7.
- Total global-route track usage over all layers is 0.04018.
- The terminating pin of the worst hold path reads fp32_value[21].
- The data required time of the critical path reads 0.80 ns.
- The data arrival time at the worst-slack endpoint is around 1.4 ns.
- Counting pins that exceed their max-slew limit in the final report gives 0.
- The largest net degree at the start of global routing reads 7.
- For this run, the detailed router's first-pass iteration total came to 4.
- Warnings raised by the tools during the run amount to 37.
- In this run the count of I/O pins placed on the die edge is 40.
- The post-synthesis instance area reads approximately 460 um2.
- In this run the mean area of a mapped cell was 7.026 um2.
- The placed cell area is 723.2 um2.
- Setup repair after global routing could not meet its margin everywhere.
- The per-cell routed wire length is a little over 10 um.
- The total of max-cap violations is 0.
- The number of warnings issued by yosys is 1.
- The layout overhead on the synthesized area is 76.99%.
- The number of standard cells in the final layout excluding fillers is between 100 and 150.
- Leaving out fill and tap cells, the most frequent cells in the layout are conb_1, buf_4, buf_2.
- The final wirelength reads 1.445 mm.
- The post-synthesis simple-gate area fraction reads 0.2904.
- The slowest stage of the critical path belongs to the cell or3b_4.
- Per the summary, power density relative to cell area is roughly 360 nW/um2.
- The overall chip area is 6400 um2.
- The kind of end point of the critical path is a primary output.
- Per the layout report, the design carries 0 clock buffers.
- The type of the worst min-delay path reads input port to primary output.
- The flop count reads 0.
- The count of standard-cell rows is 21.
- The kind of cell adding the most delay to the critical path reads buffers and inverters.
- The critical path goes through buf_12 -> buf_6 -> ha_4 -> or3b_4 -> a21oi_2 -> buf_4 -> o31a_1 -> buf_2.
- The maximum clock frequency reads ~620 MHz.
- The worst slack at placement reads -1.425 ns.
- The global route stage reports its total congestion overflow as 0.
- The total power is 289.2 uW.
- The launch point of the worst min-delay path is recorded as value[1].
- Along the worst hold path, the cell count comes to 2.
- The height of the die is 80 um.
- The critical path class is input port to primary output.
- The violation tally recorded at the end of detailed-routing iteration 0 is 8.
- The part of the Yosys area used for sequential elements reads 0.
- The DRC violation total left in the routed layout is recorded as 0.
- The most used logic cell in the final layout is conb_1.
- The cell area after layout reads between 800 and 900 um2.
- The run finished, with violations left.
- The detailed placement HPWL reads 1.183 mm.
- The count of hold-fix buffers inserted at cts is 0.
- The routability congestion estimate from global placement is 0.7959.
- The placed instance count is 135.
- In this run the worst path has a maximum fanout of 5.
- The xor-xnor portion of the synthesized cell area reads 0.
- The mux contribution to synthesized area is 0.
- The number of buffers added on ports reads 18.
- The number of antenna violations at the first check in global routing reads 0.
- The width of the die is 80 um.
- The final reports fail on negative setup slack.
- The number of instances in the synthesized netlist reads 65.
- The post-route antenna net violation count reads 0.
- The starting density of the core reads 0.1337.
- The standby leakage power reads 0.3783 nW.
where the power goes:
group,switching (mW),internal [mW]
clock,0,0
sequential,0,0
combinational,0.111,0.178
total,0.111,0.178
logic make-up (layout without fill, tap and decap cells):
logic type               count (synthesis)  count (layout)
other                                    1              21
buffers and inverters                   30              42
adder cells (fa/ha/maj)                  2               2
AND-OR/OR-AND                           11              11
AND/OR/NAND/NOR                         21              21
cell usage after synthesis:
library cell	count	share of area
ha_1	2	0.055
clkbuf_1	4	0.033
nor3_1	2	0.022
or3_1	1	0.014
nand2b_1	2	0.027
nand4_1	1	0.014
a31o_2	1	0.019
nor2b_1	3	0.041
a21oi_1	4	0.044
o21ai_0	1	0.011
nand4b_1	1	0.019
buf_6	2	0.049
conb_1	1	0.0082
nor2_1	3	0.025
a221o_1	1	0.022
a21oi_2	1	0.019
nor4b_2	1	0.033
inv_1	2	0.016
o31a_1	1	0.019
a211oi_2	1	0.027
nand2_1	4	0.033
o2111a_1	1	0.025
nand4bb_1	1	0.025
and2_1	1	0.014
buf_4	22	0.36
or3b_4	1	0.025
worst max-delay path by stage:
stage | slack [ns] | cells after the start | endpoint | start
4_1_cts | -0.78 | 9 | fp32_value[28] | value[4]
5_1_grt | -0.67 | 8 | fp32_value[28] | value[4]
6_report | -0.61 | 8 | fp32_value[28] | value[4]
metal layers:
| metal | part of all wire | routed length (um) | global-route usage |
|---|---|---|---|
| met1 | 0.43 | 626 | 0.05010 |
| met2 | 0.45 | 657 | 0.06902 |
| met3 | 0.11 | 162 | 0.01364 |
| met4 | 0 | 0 | 0 |
| met5 | 0 | 0 | 0 |
cell type report:
cell class,count,area (um2)
inverters,2,25.02
fillers,388,2608
repair buffers,40,341.6
well taps,46,57.56
multi-input cells,55,384.1
stage by stage:
step           hold slack, ns  utilization
2_1_floorplan          0.4411            -
3_3_place_gp            1.236       0.2117
3_5_place_dp            1.237       0.2117
4_1_cts                0.7883       0.2289
5_1_grt                0.8134       0.2366
6_report               0.7811       0.2366
timing repair:
item | in CTS | in global routing
setup endpoints to repair | 11 | 7
resized | 63 | 12
setup buffers | 8 | 2
pin swaps | 7 | 9
hold endpoints to repair | 0 | 0
Power figures rest on the tool's default switching activity, not on a simulated workload.
